[flow/constraint.sdc]
current_design syncFifo

set clk_period 5.4
set clk_io_pct 0.2

create_clock -name clk0 -period $clk_period [get_ports {clock}]

set non_clock_inputs [all_inputs -no_clocks]
set_input_delay [expr $clk_period * $clk_io_pct] -clock clk0 $non_clock_inputs
set_output_delay [expr $clk_period * $clk_io_pct] -clock clk0 [all_outputs]
[flow/run.sh]
#!/bin/bash
# OpenROAD 26Q1-2900-gdf79404cd8, Yosys 0.63+post, stock flow scripts
make -C /OpenROAD-flow-scripts/flow DESIGN_CONFIG=/design/flow/config.mk WORK_HOME=/design/flow/orfs finish
[flow/config.mk]
export PLATFORM = sky130hd
export DESIGN_NAME = syncFifo
export DESIGN_NICKNAME = syncFifo
export VERILOG_FILES = /design/flow/design.v
export SDC_FILE = /design/flow/constraint.sdc
export NUM_CORES = 4
export LEC_CHECK = 1
export CORE_UTILIZATION = 40
[flow/design.v]
module syncFifo(
  input        clock,
  input        reset,
  output       io_WriteInterface_ready,
  input        io_WriteInterface_valid,
  input  [7:0] io_WriteInterface_bits,
  input        io_ReadInterface_ready,
  output       io_ReadInterface_valid,
  output [7:0] io_ReadInterface_bits,
  output       io_full,
  output       io_empty,
  output [3:0] io_cnt
);
  reg [7:0] memReg_0;  
  reg [7:0] memReg_1;  
  reg [7:0] memReg_2;  
  reg [7:0] memReg_3;  
  reg [7:0] memReg_4;  
  reg [7:0] memReg_5;  
  reg [7:0] memReg_6;  
  reg [7:0] memReg_7;  
  reg [7:0] memReg_8;  
  reg [7:0] memReg_9;  
  wire  wen = io_WriteInterface_valid & io_WriteInterface_ready;  
  wire  ren = io_ReadInterface_valid & io_ReadInterface_ready;  
  reg [4:0] wrptr;  
  wire  _wrptr_cntReg_T_2 = wrptr[4] + 1'h1;  
  wire [4:0] _wrptr_cntReg_T_3 = {_wrptr_cntReg_T_2,4'h0};  
  wire [4:0] _wrptr_cntReg_T_5 = wrptr + 5'h1;  
  reg [4:0] rdptr;  
  wire  _rdptr_cntReg_T_2 = rdptr[4] + 1'h1;  
  wire [4:0] _rdptr_cntReg_T_3 = {_rdptr_cntReg_T_2,4'h0};  
  wire [4:0] _rdptr_cntReg_T_5 = rdptr + 5'h1;  
  wire [3:0] _io_cnt_T_6 = wrptr[3:0] - rdptr[3:0];  
  wire [3:0] _io_cnt_T_12 = _io_cnt_T_6 + 4'h9;  
  wire [7:0] _GEN_25 = 4'h1 == rdptr[3:0] ? memReg_1 : memReg_0;  
  wire [7:0] _GEN_26 = 4'h2 == rdptr[3:0] ? memReg_2 : _GEN_25;  
  wire [7:0] _GEN_27 = 4'h3 == rdptr[3:0] ? memReg_3 : _GEN_26;  
  wire [7:0] _GEN_28 = 4'h4 == rdptr[3:0] ? memReg_4 : _GEN_27;  
  wire [7:0] _GEN_29 = 4'h5 == rdptr[3:0] ? memReg_5 : _GEN_28;  
  wire [7:0] _GEN_30 = 4'h6 == rdptr[3:0] ? memReg_6 : _GEN_29;  
  wire [7:0] _GEN_31 = 4'h7 == rdptr[3:0] ? memReg_7 : _GEN_30;  
  wire [7:0] _GEN_32 = 4'h8 == rdptr[3:0] ? memReg_8 : _GEN_31;  
  assign io_WriteInterface_ready = ~io_full;  
  assign io_ReadInterface_valid = ~io_empty;  
  assign io_ReadInterface_bits = 4'h9 == rdptr[3:0] ? memReg_9 : _GEN_32;  
  assign io_full = io_cnt == 4'h9;  
  assign io_empty = io_cnt == 4'h0;  
  assign io_cnt = wrptr[4] == rdptr[4] ? _io_cnt_T_6 : _io_cnt_T_12;  
  always @(posedge clock) begin
    if (wen) begin  
      if (4'h0 == wrptr[3:0]) begin  
        memReg_0 <= io_WriteInterface_bits;  
      end
    end
    if (wen) begin  
      if (4'h1 == wrptr[3:0]) begin  
        memReg_1 <= io_WriteInterface_bits;  
      end
    end
    if (wen) begin  
      if (4'h2 == wrptr[3:0]) begin  
        memReg_2 <= io_WriteInterface_bits;  
      end
    end
    if (wen) begin  
      if (4'h3 == wrptr[3:0]) begin  
        memReg_3 <= io_WriteInterface_bits;  
      end
    end
    if (wen) begin  
      if (4'h4 == wrptr[3:0]) begin  
        memReg_4 <= io_WriteInterface_bits;  
      end
    end
    if (wen) begin  
      if (4'h5 == wrptr[3:0]) begin  
        memReg_5 <= io_WriteInterface_bits;  
      end
    end
    if (wen) begin  
      if (4'h6 == wrptr[3:0]) begin  
        memReg_6 <= io_WriteInterface_bits;  
      end
    end
    if (wen) begin  
      if (4'h7 == wrptr[3:0]) begin  
        memReg_7 <= io_WriteInterface_bits;  
      end
    end
    if (wen) begin  
      if (4'h8 == wrptr[3:0]) begin  
        memReg_8 <= io_WriteInterface_bits;  
      end
    end
    if (wen) begin  
      if (4'h9 == wrptr[3:0]) begin  
        memReg_9 <= io_WriteInterface_bits;  
      end
    end
    if (reset) begin  
      wrptr <= 5'h0;  
    end else if (wen) begin  
      if (wrptr[3:0] == 4'h9) begin  
        wrptr <= _wrptr_cntReg_T_3;  
      end else begin
        wrptr <= _wrptr_cntReg_T_5;  
      end
    end
    if (reset) begin  
      rdptr <= 5'h0;  
    end else if (ren) begin  
      if (rdptr[3:0] == 4'h9) begin  
        rdptr <= _rdptr_cntReg_T_3;  
      end else begin
        rdptr <= _rdptr_cntReg_T_5;  
      end
    end
  end
endmodule
==> flow_summary.toml <==
# flow metrics
[cts]
cts.repair.resized = 0
cts_buffers = 9
htree_levels = 3
numClockSinks = 90
cts.clk_slew.worst_paths_ps = 80
cts-root-buf = "clkbuf_8"
cts_setup_buffers = 0
cts_tree = "built"
clk_latency_ps = 350
cts_hold_buf = 0
cts_max_path_buffers = 2

[sta]
hold_slack_ps = 613
setup_viol = 0
max-slew-margin-rel_pct = 40.2
finalClockPeriodUsage_pct = 88.5
hold_violations = 0
fin_crit_ps = 4780
tns_ps = 0
worstMarginPinSlew_ps = 895
maxSlewViolCount = 0
finClkSkew_ps = 6.50
max_freq_ghz = 0.209
rsz0062_at_grt = "false"

[job]
warning_count = 25
max_cap_viol_count = 0

[logic_synthesis]
top_area_share_pct = 56.8
synthDistinctLibCells = 59
netlist_instances = 339
yosysTopAreaCell = "edfxtp_1"
synth_warnings = 1
synth-area-yosys_um2 = 4230
synth_flops = 90
edf_count = 80
synth_area_um2 = 4230
top_cells_by_area = "edfxtp_1 57%, dfxtp_1 4.7%, mux2_2 2.9%"
synth-cells-yosys = 339
syn_area_per_cell_um2 = 12.5
ys_seq_share_pct = 61.5
yosys_most_used_dff = "edfxtp_1"
ys_async_sr_fraction_pct = 0

[routing]
avgRoutedWirePerCell_um = 17.7
via_count = 2778
diodes = 0
wl_mm = 9.07
drt-vias-per-instance = 5.42
drt_pre_antenna_iters = 4
antenna_left = 0
drt_iter0_drc = 136
drc_errors = 0

[global_routing]
grt_pass1_wl_mm = 14.3
grt_max_degree = 38
grt_pass1_vias = 2691
grt_usage_pct = 18.5
grt.overflow.total = 0
antenna_found_initial = 0

[setup_path]
path_max_fanout = 12
cp-start-kind = "flip-flop"
arrival_ps = 3700
cp-end-kind = "output pin"
crit_required_ps = 4320
path_class = "flip-flop to output pin"
reg2reg_depth = 12
reg2reg_setup_slack_ps = 1670

[placement]
dp.final_hpwl_mm = 5.61
port_buffers = 27
gp_congestion = 0.804

[final_layout]
syn_to_final_growth_pct = 15.8
fillers = 891
lay_top_cells = "80 x edfxtp_1, 31 x nor2_1, 27 x nand2_1, 27 x clkdlybuf4s50_1, 20 x o21ai_0"
layout_top_cell = "edfxtp_1"
drive_gt1_share_pct = 15.6

[floorplanning]
io-pin-count = 28
die_h_um = 105
core-area_um2 = 10300
die_area_um2 = 11000
fp-utilization_pct = 41.2
fp-row-count = 37
die_w_um = 105

[pwr]
vdd_drop_max_uv = 205
p_leak_uw = 0.00162
powerDensity_nw_per_um2 = 391
total_power_uw = 1910

[worst_hold_path]
min_path_cells = 2
min_path_type = "flip-flop to flip-flop"

[run_status]
status = "finished clean"
[report_power, final]
group,switching [uW],internal [uW],leakage [uW]
clock network,228,168,0.0000885
registers,24.0,796,0.000806
logic,352,346,0.000723
[path summary, 6_finish.rpt]
| path | from | endpoint |
|---|---|---|
| max | wrptr[0] | io_WriteInterface_ready |
| min | rdptr[4] | rdptr[4] |
| max reg2reg | wrptr[0] | memReg_9[1] |
| min reg2reg | rdptr[4] | rdptr[4] |
[synthesized netlist by cell type, types with 3 or more instances]
cell	count
nor4_1	4
mux2i_1	9
dfxtp_1	10
ha_1	4
mux2_1	3
o221ai_1	7
edfxtp_1	80
a22oi_1	3
nand3_1	10
inv_1	11
a311oi_1	4
a211oi_1	3
a2bb2oi_1	4
clkbuf_1	15
nor2_1	31
xnor2_1	3
a221oi_1	5
a21oi_1	11
o21a_1	4
nor2b_1	8
nand2b_1	6
nor3_1	4
mux2_2	11
o21ai_0	20
nand2_1	27
[state kept, by name (all words and copies together), names as in the netlist]
name / count
memReg_0: 8
memReg_1: 8
memReg_2: 8
memReg_3: 8
memReg_4: 8
memReg_5: 8
memReg_6: 8
memReg_7: 8
memReg_8: 8
memReg_9: 8
rdptr: 5
wrptr: 5
[logic make-up (layout without fill, tap and decap cells)]
family | count (synthesis) | after routing | share of synthesized area [%]
fa+ha+maj | 5 | 5 | 1.66
compound gates | 82 | 82 | 14.7
mux | 24 | 24 | 6.21
flops | 90 | 90 | 61.5
simple gates | 99 | 99 | 11.0
xor+xnor | 7 | 7 | 1.80
buf+inv | 32 | 70 | 3.07
[layout make-up]
class / instances / area (um^2) / share of cell area, %
Sequential cell: 90 / 2600 / 53.1
Clock buffer: 10 / 128 / 2.61
Clock inverter: 6 / 40.0 / 0.817
Timing Repair Buffer: 42 / 383 / 7.82
Inverter: 12 / 45.0 / 0.920
Tap cell: 136 / 170 / 3.47
Multi-Input combinational cell: 217 / 1530 / 31.2
[per-layer routing]
layer  GRT usage [%]  vias to the layer above  share of wire (%)
li1                -                     1343                  -
met1            26.2                     1308                 43
met2            28.0                      111                 46
met3            8.32                       16                8.2
met4            4.02                        0                2.6
met5               0                        -                  0
[worst max-delay path, stage by stage, from the launching register on]
cell and delay [ps]:
dfxtp_1 650, inv_1 120, ha_1 210, inv_1 80, fa_1 450, nor2b_1 160, a21boi_2 140, xnor2_1 140
xor2_1 530, buf_4 270, inv_2 60, nand2_1 70, clkdlybuf4s50_1 460
[through the flow]
step / util, % / cells / area, um^2 / worst slack, ps
CTS: 47.7 / 513 / 4900 / 579
global placement: 46.0 / 497 / 4730 / 1070
detailed placement: 46.0 / 497 / 4730 / 994
finish: 47.7 / 513 / 4900 / 622
floorplan: - / 339 / 4230 / 1580
global route: 47.7 / 513 / 4900 / 397
Power and IR drop assume default switching activity.
