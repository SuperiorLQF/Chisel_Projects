## flow/design.v

```verilog
module Tx(
  input        clock,
  input        reset,
  output       io_txd,
  input  [7:0] io_channel_data,
  output       io_channel_ready,
  input        io_channel_valid
);
  reg [19:0] clkCntReg;  
  reg [3:0] bitCntReg;  
  reg [10:0] shiftReg;  
  wire  insert = io_channel_ready & io_channel_valid;  
  reg  stateReg;  
  wire  _T_2 = clkCntReg == 20'h67;  
  wire [19:0] _clkCntReg_T_3 = clkCntReg + 20'h1;  
  wire [3:0] _bitCntReg_T_1 = bitCntReg + 4'h1;  
  wire [10:0] _shiftReg_T = {2'h3,io_channel_data,1'h0};  
  wire [11:0] _shiftReg_T_2 = {1'h1,shiftReg};  
  wire [11:0] _GEN_6 = stateReg & _T_2 ? _shiftReg_T_2 : {{1'd0}, shiftReg};  
  wire [11:0] _GEN_7 = insert ? {{1'd0}, _shiftReg_T} : _GEN_6;  
  wire [11:0] _GEN_8 = reset ? 12'h7ff : _GEN_7;  
  assign io_txd = shiftReg[0];  
  assign io_channel_ready = clkCntReg == 20'h0 & bitCntReg == 4'h0;  
  always @(posedge clock) begin
    if (reset) begin  
      clkCntReg <= 20'h0;  
    end else if (stateReg) begin  
      if (_T_2) begin  
        clkCntReg <= 20'h0;
      end else begin
        clkCntReg <= _clkCntReg_T_3;
      end
    end else begin
      clkCntReg <= 20'h0;
    end
    if (reset) begin  
      bitCntReg <= 4'h0;  
    end else if (stateReg) begin  
      if (_T_2) begin  
        bitCntReg <= _bitCntReg_T_1;  
      end
    end else begin
      bitCntReg <= 4'h0;  
    end
    shiftReg <= _GEN_8[10:0];  
    if (reset) begin  
      stateReg <= 1'h0;  
    end else if (~stateReg) begin  
      stateReg <= insert;
    end else if (stateReg) begin  
      if (clkCntReg == 20'h67 & bitCntReg == 4'ha) begin  
        stateReg <= 1'h0;  
      end else begin
        stateReg <= 1'h1;  
      end
    end
  end
endmodule
```

## flow/run.sh

```bash
#!/bin/bash
# OpenROAD 26Q1-2900-gdf79404cd8, Yosys 0.63+post, stock flow scripts
make -C /OpenROAD-flow-scripts/flow DESIGN_CONFIG=/design/flow/config.mk WORK_HOME=/design/flow/orfs finish
```

## flow/config.mk

```make
export PLATFORM = sky130hd
export DESIGN_NAME = Tx
export DESIGN_NICKNAME = Tx
export VERILOG_FILES = /design/flow/design.v
export SDC_FILE = /design/flow/constraint.sdc
export NUM_CORES = 4
export LEC_CHECK = 1
export CORE_AREA = 10 10 111 111
export DIE_AREA = 0 0 121 121
```

## flow/constraint.sdc

```tcl
current_design Tx

set clk_period 4.1
set clk_io_pct 0.2

create_clock -name clk0 -period $clk_period [get_ports {clock}]

set non_clock_inputs [all_inputs -no_clocks]
set_input_delay [expr $clk_period * $clk_io_pct] -clock clk0 $non_clock_inputs
set_output_delay [expr $clk_period * $clk_io_pct] -clock clk0 [all_outputs]
```

==> impl_metrics.py <==
# Metrics from the implementation run
metrics = {
    "setup_path": {
        "endpoint_kind": "output port",
        "crit_required_ns": 3.28,
        "crit_type": "register to output port",
        "critPathMaxFanout": 4,
        "crit_arrival_ns": 2.29,
        "startpoint_type": "register",
    },
    "cells_and_area": {
        "drive_gt1_share_pct": 8.609,
        "comb_area_um2": 764.5,
        "syn2layout_area_growth_pct": 16.03,
        "seqCellArea_um2": 520.5,
        "fillers": 1098,
        "mostFrequentLayoutCells": "dfxtp_1 (26), nor2_1 (12), nand3_1 (11), a21oi_1 (11), o21ai_0 (8)",
        "layout_top_cell": "dfxtp_1",
    },
    "synth": {
        "syn_area_um2": 1366,
        "flop_cell": "dfxtp_1",
        "post-synth-top-area-cell": "dfxtp_1",
        "yosys_area_um2": 1366,
        "top_area_share_pct": 38.10,
        "edf_count": 0,
        "area_leaders": "dfxtp_1 (38%), ha_1 (4.6%), xor2_1 (4.5%)",
        "ys_warn_count": 1,
        "synth_seq_share_pct": 38.10,
        "synth_stat.cells": 153,
        "syn_inst": 153,
        "avgSynthCellArea_um2": 8.930,
        "numSynthFlops": 26,
        "yosysUniqueCellTypes": 35,
        "synthArstFlopShare_pct": 0,
    },
    "routing": {
        "totalWireLength_um": 2480,
        "vias_per_cell": 3.595,
        "wire_per_inst_um": 8.732,
        "vias": 1021,
        "drc": 0,
        "ant_nets": 0,
        "first_pass_iters": 4,
        "antenna_cells": 0,
        "dr.first_iter.drc_count": 38,
    },
    "pwr": {
        "p_comb_share_pct": 3.3,
        "intPower_w": 0.0003933,
        "powerDensity_nw_per_um2": 304.5,
        "pwr-share-clk_pct": 43.6,
        "finalPower_w": 0.0004826,
        "p_seq_share_pct": 53.1,
        "switchingPower_w": 0.00008933,
        "p_sw_share_pct": 18.51,
        "vdd_drop_max_v": 0.0002256,
        "p_leak_nw": 0.4750,
    },
    "final_timing": {
        "fin_tns_setup_ns": 0,
        "timing.fmax_ghz": 0.3215,
        "worstMarginPinSlew_ns": 0.6384,
        "rsz0062_at_grt": "false",
        "fin_crit_ns": 3.111,
        "slew_viol_final": 0,
        "timing.final.crit_share_pct": 75.87,
        "finalHoldViolCount": 0,
        "finalClockSkew_ns": 0.01056,
        "relSlewSlack_pct": 57.44,
        "setup-violations-final": 0,
    },
    "min_path": {
        "hold_path.class": "register to register",
    },
    "cts": {
        "clkLatencyLatePin_ns": 0.27,
        "cts_buffers": 3,
        "post_cts.repair.setup_buffers": 0,
        "cts_tree": "yes",
        "cts_hold_repair.buffers": 0,
        "path_clk_slew_ns": 0.08,
        "cts-resized-gates": 0,
        "clk_path_buf_depth": 2,
        "cts_root_buf": "clkbuf_8",
        "cts.sink_count": 26,
        "h-tree-depth": 1,
    },
    "grt": {
        "grt_pass1_wl_um": 4326,
        "grt_max_degree": 20,
        "grt_usage_pct": 3.385,
        "grt_pass1_vias": 879,
        "antenna_found_initial": 0,
        "overflow": 0,
    },
    "floorplan": {
        "die_w_um": 121,
        "io_pins": 13,
        "dieHeight_um": 121,
        "fp_util_pct": 13.85,
        "chip_area_um2": 14640,
        "coreArea_um2": 9864,
        "rows": 36,
    },
    "flow_run": {
        "warnings": 36,
        "timing.max_cap.violations": 0,
    },
    "placed_design": {
        "io_buffers": 4,
        "gp_congestion": 0.7618,
        "post-dp-hpwl_um": 1768,
    },
    "run_status": {
        "status": "finished clean",
    },
}
==> layout make-up <==
cell class / instances / share of cell area [%]
Inverter: 6 / 1.421
Sequential cell: 26 / 32.83
Timing Repair Buffer: 4 / 2.526
Multi-Input combinational cell: 111 / 48.22
Tap cell: 133 / 10.50
Clock buffer: 3 / 2.605
Clock inverter: 1 / 1.894
==> critical path, stage by stage (launching register included) <==
cell and delay (ns):
dfxtp_1 0.34, inv_1 0.10, ha_1 0.15, or4b_1 0.45
nor4b_2 0.34, and2_1 0.18, clkdlybuf4s50_1 0.46
==> path summary, 6_finish.rpt <==
kind / slack [ns] / end / cells after the start / from
worst max register to register: 2.19 / clkCntReg[11] / 4 / clkCntReg[0]
worst min-delay path: 0.46 / shiftReg[0] / 1 / shiftReg[0]
worst max-delay path: 0.99 / io_channel_ready / 6 / bitCntReg[0]
worst min register to register: 0.46 / shiftReg[0] / 1 / shiftReg[0]
==> registers in the layout, indices dropped and copies added, names as in the netlist <==
signal	count
bitCntReg	4
clkCntReg	20
shiftReg	1
stateReg	1
==> power by group through the flow <==
stage	combinational (W)	sequential (W)	clock, W
CTS	0.0000163	0.000257	0.000216
global route	0.0000176	0.000257	0.000226
finish	0.0000158	0.000256	0.000210
==> routing by layer <==
metal | track usage (%) | routed length, um | up-vias
met3 | 0.7085 | 86 | 2
met1 | 5.143 | 1325 | 467
met5 | 0 | 0 | -
met2 | 5.034 | 1065 | 9
li1 | - | - | 543
met4 | 0.1508 | 2 | 0
==> cell usage after synthesis (4+ instances only) <==
library cell,instances
a21oi_1,11
and4_1,6
buf_2,5
buf_4,4
dfxtp_1,26
ha_1,5
inv_1,6
nand2_1,7
nand3_1,11
nand4_1,5
nor2_1,12
o21ai_0,8
or3_1,5
xor2_1,7
==> kinds of logic after synthesis <==
family,count (synthesis),share of synthesized area (%)
and+or+nand+nor,70,34.16
xor gates and xnor gates,10,6.411
buffers and inverters,16,5.952
DFF,26,38.10
AOI/OAI and AO/OA,26,10.81
adders and majority gates,5,4.579
==> per-stage QoR <==
stage | std cells | worst slack, ns | hold WS [ns] | area, um^2 | utilization (%)
detailed placement | 280 | 1.266 | 0.4425 | 1514 | 15.35
finish | 284 | 0.9894 | 0.4610 | 1585 | 16.07
global route | 284 | 0.8276 | 0.4870 | 1585 | 16.07
global placement | 280 | 1.268 | 0.4361 | 1514 | 15.35
CTS | 284 | 0.9539 | 0.4633 | 1585 | 16.07
floorplan | 153 | 1.912 | 0.4028 | 1366 | -
Power and IR drop assume default switching activity.
