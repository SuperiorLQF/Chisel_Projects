### flow/config.mk
export PLATFORM = sky130hd
export DESIGN_NAME = ElbPipe
export DESIGN_NICKNAME = ElbPipe
export VERILOG_FILES = /design/flow/design.v
export SDC_FILE = /design/flow/constraint.sdc
export NUM_CORES = 4
export LEC_CHECK = 1
export CORE_UTILIZATION = 30
### flow/constraint.sdc
current_design ElbPipe

set clk_period 2.0
set clk_io_pct 0.2

create_clock -name clk0 -period $clk_period [get_ports {clock}]

set non_clock_inputs [all_inputs -no_clocks]
set_input_delay [expr $clk_period * $clk_io_pct] -clock clk0 $non_clock_inputs
set_output_delay [expr $clk_period * $clk_io_pct] -clock clk0 [all_outputs]
### flow/design.v
module SkidBuffer(
  input        clock,
  input        reset,
  output       io_m_side_ready,
  input        io_m_side_valid,
  input  [7:0] io_m_side_bits,
  input        io_s_side_ready,
  output       io_s_side_valid,
  output [7:0] io_s_side_bits
);
  wire  insert = io_m_side_valid & io_m_side_ready;  
  wire  remove = io_s_side_valid & io_s_side_ready;  
  reg [1:0] state;  
  wire  _T = 2'h0 == state;  
  wire  _T_1 = 2'h1 == state;  
  wire [1:0] _state_T_1 = remove ? 2'h1 : 2'h2;  
  wire [1:0] _state_T_2 = remove ? 2'h0 : 2'h1;  
  wire  _T_2 = 2'h2 == state;  
  reg [7:0] Reg0;  
  wire  En0 = state == 2'h1 & insert;  
  wire  sel = state == 2'h2;  
  reg [7:0] Reg1;  
  wire  En1 = state != 2'h0;  
  assign io_m_side_ready = state != 2'h2;  
  assign io_s_side_valid = state != 2'h0;  
  assign io_s_side_bits = Reg1;  
  always @(posedge clock) begin
    if (reset) begin  
      state <= 2'h0;  
    end else if (2'h0 == state) begin  
      if (insert) begin  
        state <= 2'h1;
      end else begin
        state <= 2'h0;
      end
    end else if (2'h1 == state) begin  
      if (insert) begin  
        state <= _state_T_1;
      end else begin
        state <= _state_T_2;
      end
    end else if (2'h2 == state) begin  
      state <= _state_T_1;  
    end
    if (En0) begin  
      Reg0 <= io_m_side_bits;  
    end
    if (En1) begin  
      if (sel) begin  
        Reg1 <= Reg0;
      end else begin
        Reg1 <= io_m_side_bits;
      end
    end
  end
endmodule
module ElbPipe(
  input        clock,
  input        reset,
  output       io_m_side_ready,
  input        io_m_side_valid,
  input  [7:0] io_m_side_bits,
  input        io_s_side_ready,
  output       io_s_side_valid,
  output [7:0] io_s_side_bits
);
  wire  SkidBufferTempt_clock;  
  wire  SkidBufferTempt_reset;  
  wire  SkidBufferTempt_io_m_side_ready;  
  wire  SkidBufferTempt_io_m_side_valid;  
  wire [7:0] SkidBufferTempt_io_m_side_bits;  
  wire  SkidBufferTempt_io_s_side_ready;  
  wire  SkidBufferTempt_io_s_side_valid;  
  wire [7:0] SkidBufferTempt_io_s_side_bits;  
  wire  SkidBufferTempt_1_clock;  
  wire  SkidBufferTempt_1_reset;  
  wire  SkidBufferTempt_1_io_m_side_ready;  
  wire  SkidBufferTempt_1_io_m_side_valid;  
  wire [7:0] SkidBufferTempt_1_io_m_side_bits;  
  wire  SkidBufferTempt_1_io_s_side_ready;  
  wire  SkidBufferTempt_1_io_s_side_valid;  
  wire [7:0] SkidBufferTempt_1_io_s_side_bits;  
  wire  SkidBufferTempt_2_clock;  
  wire  SkidBufferTempt_2_reset;  
  wire  SkidBufferTempt_2_io_m_side_ready;  
  wire  SkidBufferTempt_2_io_m_side_valid;  
  wire [7:0] SkidBufferTempt_2_io_m_side_bits;  
  wire  SkidBufferTempt_2_io_s_side_ready;  
  wire  SkidBufferTempt_2_io_s_side_valid;  
  wire [7:0] SkidBufferTempt_2_io_s_side_bits;  
  wire  SkidBufferTempt_3_clock;  
  wire  SkidBufferTempt_3_reset;  
  wire  SkidBufferTempt_3_io_m_side_ready;  
  wire  SkidBufferTempt_3_io_m_side_valid;  
  wire [7:0] SkidBufferTempt_3_io_m_side_bits;  
  wire  SkidBufferTempt_3_io_s_side_ready;  
  wire  SkidBufferTempt_3_io_s_side_valid;  
  wire [7:0] SkidBufferTempt_3_io_s_side_bits;  
  SkidBuffer SkidBufferTempt (  
    .clock(SkidBufferTempt_clock),
    .reset(SkidBufferTempt_reset),
    .io_m_side_ready(SkidBufferTempt_io_m_side_ready),
    .io_m_side_valid(SkidBufferTempt_io_m_side_valid),
    .io_m_side_bits(SkidBufferTempt_io_m_side_bits),
    .io_s_side_ready(SkidBufferTempt_io_s_side_ready),
    .io_s_side_valid(SkidBufferTempt_io_s_side_valid),
    .io_s_side_bits(SkidBufferTempt_io_s_side_bits)
  );
  SkidBuffer SkidBufferTempt_1 (  
    .clock(SkidBufferTempt_1_clock),
    .reset(SkidBufferTempt_1_reset),
    .io_m_side_ready(SkidBufferTempt_1_io_m_side_ready),
    .io_m_side_valid(SkidBufferTempt_1_io_m_side_valid),
    .io_m_side_bits(SkidBufferTempt_1_io_m_side_bits),
    .io_s_side_ready(SkidBufferTempt_1_io_s_side_ready),
    .io_s_side_valid(SkidBufferTempt_1_io_s_side_valid),
    .io_s_side_bits(SkidBufferTempt_1_io_s_side_bits)
  );
  SkidBuffer SkidBufferTempt_2 (  
    .clock(SkidBufferTempt_2_clock),
    .reset(SkidBufferTempt_2_reset),
    .io_m_side_ready(SkidBufferTempt_2_io_m_side_ready),
    .io_m_side_valid(SkidBufferTempt_2_io_m_side_valid),
    .io_m_side_bits(SkidBufferTempt_2_io_m_side_bits),
    .io_s_side_ready(SkidBufferTempt_2_io_s_side_ready),
    .io_s_side_valid(SkidBufferTempt_2_io_s_side_valid),
    .io_s_side_bits(SkidBufferTempt_2_io_s_side_bits)
  );
  SkidBuffer SkidBufferTempt_3 (  
    .clock(SkidBufferTempt_3_clock),
    .reset(SkidBufferTempt_3_reset),
    .io_m_side_ready(SkidBufferTempt_3_io_m_side_ready),
    .io_m_side_valid(SkidBufferTempt_3_io_m_side_valid),
    .io_m_side_bits(SkidBufferTempt_3_io_m_side_bits),
    .io_s_side_ready(SkidBufferTempt_3_io_s_side_ready),
    .io_s_side_valid(SkidBufferTempt_3_io_s_side_valid),
    .io_s_side_bits(SkidBufferTempt_3_io_s_side_bits)
  );
  assign io_m_side_ready = SkidBufferTempt_io_m_side_ready;  
  assign io_s_side_valid = SkidBufferTempt_3_io_s_side_valid;  
  assign io_s_side_bits = SkidBufferTempt_3_io_s_side_bits;  
  assign SkidBufferTempt_clock = clock;
  assign SkidBufferTempt_reset = reset;
  assign SkidBufferTempt_io_m_side_valid = io_m_side_valid;  
  assign SkidBufferTempt_io_m_side_bits = io_m_side_bits;  
  assign SkidBufferTempt_io_s_side_ready = SkidBufferTempt_1_io_m_side_ready;  
  assign SkidBufferTempt_1_clock = clock;
  assign SkidBufferTempt_1_reset = reset;
  assign SkidBufferTempt_1_io_m_side_valid = SkidBufferTempt_io_s_side_valid;  
  assign SkidBufferTempt_1_io_m_side_bits = SkidBufferTempt_io_s_side_bits;  
  assign SkidBufferTempt_1_io_s_side_ready = SkidBufferTempt_2_io_m_side_ready;  
  assign SkidBufferTempt_2_clock = clock;
  assign SkidBufferTempt_2_reset = reset;
  assign SkidBufferTempt_2_io_m_side_valid = SkidBufferTempt_1_io_s_side_valid;  
  assign SkidBufferTempt_2_io_m_side_bits = SkidBufferTempt_1_io_s_side_bits;  
  assign SkidBufferTempt_2_io_s_side_ready = SkidBufferTempt_3_io_m_side_ready;  
  assign SkidBufferTempt_3_clock = clock;
  assign SkidBufferTempt_3_reset = reset;
  assign SkidBufferTempt_3_io_m_side_valid = SkidBufferTempt_2_io_s_side_valid;  
  assign SkidBufferTempt_3_io_m_side_bits = SkidBufferTempt_2_io_s_side_bits;  
  assign SkidBufferTempt_3_io_s_side_ready = io_s_side_ready;  
endmodule
### flow/run.sh
#!/bin/bash
# OpenROAD 26Q1-2900-gdf79404cd8, Yosys 0.63+post, stock flow scripts
make -C /OpenROAD-flow-scripts/flow DESIGN_CONFIG=/design/flow/config.mk WORK_HOME=/design/flow/orfs finish
==> out/metrics.cfg <==
[outcome]
status=completed

[pwr]
netSwitchingFraction_pct=20.20
pwr-share-clk_pct=34.6
power.density_nw_per_um2=1018
power_frac_comb_pct=10.7
p_int_mw=2.786
power_switching_uw=705.3
sequentialPowerShare_pct=54.6
p_leak_nw=1.157
ir_drop_uv=631.2

[placed_design]
place_area_um2=3213
place_hpwl_mm=2.256
io_buffers=21
gp_congestion=0.7304
placed_cells=313
post-place-ws_ns=0.2596

[worst_hold_path]
holdPathEnd=SkidBufferTempt_3.Reg0[4]
holdPathStages=0
hp-class=register to register
hp-start=SkidBufferTempt_2.Reg1[4]

[final_timing]
worst_pin_slew_ns=0.6255
slew_viol_final=0
timing.fmax_mhz=533.5
worst_slack_ns=0.1256
period_minus_slack_ns=1.874
worst_hold_slack_ns=0.4452
fin_skew_ns=0.005992
relSlewSlack_pct=58.14
rsz0062_at_grt=no
fin_setup_tns_ns=0
hold_viol=0
finalSetupViolations=0
period_used_pct=93.72

[route]
wl_mm=3.179
ant_nets=0
post_drt_wl_per_cell_um=9.663
vias_per_cell=4.027
drc=0
drt_iter0_drc=66
n_antenna_cell=0
vias=1325
first_pass_iters=4

[logic_synthesis]
synth_cells=163
post-synth-top-area-fraction_pct=67.37
ys_types=25
ys_top_cells_by_area=edfxtp_1, mux2_2, dfxtp_1
avgSynthCellArea_um2=17.50
yosysWarnings=1
yosys_cells=163
postSynthSeqShare_pct=72.98
numSynthFlops=72
yosys_area_um2=2853
largest_area_cell=edfxtp_1
synth_area_um2=2853

[setup_path]
rr_worst_depth=5
reg2reg_setup_slack_ns=0.49
r2r-end=SkidBufferTempt_3.state[0]
reg2reg_from=SkidBufferTempt_3.state[1]
critPathLaunchType=register
end_kind=primary output
worstPathMaxFanout=11
arrival_ns=1.47
required_ns=1.60
setup.worst_path.class=register to primary output

[layout]
layout.area.comb_um2=694.4
regArea_um2=2082
num-fill-cells=866
finalNonFillerCells=329
design_area_um2=3430
syn2layout_area_growth_pct=20.22
drive_gt1_share_pct=28.00

[floorplanning]
fp.dieH_um=99.52
die_w_um=99.52
io_pins=22
initCoreUtil_pct=30.87
core-area_um2=9240
chipArea_um2=9903
rows=35

[clock_network]
cts_made_buffers=9
clk_latency_ns=0.33
cts.sinks=72
clkTransAtPathRegs_ns=0.07
htreeDepth=3
clock_path_buffers=2
root_buffer=clkbuf_8
cts-hold-fix-buffers=0
cts_tree=built

[global_route]
grt_antenna_before_repair=0
grt_pass1_vias=1249
grt-ovfl-total=0
grt_pass1_wl_mm=5.499
grt_usage_pct=7.193
grt_max_degree=13

[flow_run]
warnings=25
cap_violations=0

registers in the layout, indices dropped and copies added (netlist names):
| register | flops |
|---|---|
| SkidBufferTempt.Reg0 | 8 |
| SkidBufferTempt.Reg1 | 8 |
| SkidBufferTempt.state | 2 |
| SkidBufferTempt_1.Reg0 | 8 |
| SkidBufferTempt_1.Reg1 | 8 |
| SkidBufferTempt_1.state | 2 |
| SkidBufferTempt_2.Reg0 | 8 |
| SkidBufferTempt_2.Reg1 | 8 |
| SkidBufferTempt_2.state | 2 |
| SkidBufferTempt_3.Reg0 | 8 |
| SkidBufferTempt_3.Reg1 | 8 |
| SkidBufferTempt_3.state | 2 |
power groups by stage:
stage | sequential [mW] | combinational [mW] | clock, mW
6_report | 1.91 | 0.375 | 1.21
5_1_grt | 1.92 | 0.423 | 1.30
4_1_cts | 1.91 | 0.380 | 1.24
metal layers:
layer | wire length, um | vias up | GRT usage (%)
met5 | 0 | - | 0
met4 | 71 | 0 | 1.471
met3 | 176 | 8 | 2.573
met2 | 1429 | 37 | 10.90
met1 | 1502 | 606 | 10.64
li1 | - | 674 | -
worst max-delay path, cell delays in order (launching register included):
cell	delay, ns
dfxtp_1	0.42
or2_4	0.24
clkdlybuf4s50_1	0.48
placed cells by master, fill, tap and decap left out, types with 2 or more instances in the layout:
master           count
dfxtp_1              8
a21oi_1              5
clkbuf_1             2
ha_1                 4
a211oi_1             3
buf_4                5
edfxtp_1            64
nor2_1               9
nand2_1              6
bufinv_16            2
or2b_1               2
clkdlybuf4s50_1     21
mux2_2              25
clkbuf_8            10
inv_1                8
mux2_4               7
nor2b_4              3
o21ai_0              4
synthesized netlist by cell type (all sizes together):
library cell	instances
nor2	9
nand2b	1
o21bai	1
and2b	1
buf	5
o22ai	1
dfxtp	8
or2	2
inv	8
ha	4
o221a	1
o21ai	4
or2b	2
nand2	6
edfxtp	64
nor2b	5
a21oi	5
a211oi	3
a221oi	1
mux2	32
stage by stage:
stage / total power [mW] / utilization [%]
4_1_cts: 3.532 / 37.09
2_1_floorplan: 2.167 / -
6_report: 3.491 / 37.12
3_5_place_dp: 2.317 / 34.77
5_1_grt: 3.644 / 37.12
3_3_place_gp: 2.307 / 34.77
what timing repair did:
action,CTS,global route
setup endpoints to repair,0,1
setup buffers,0,0
gates resized,0,1
hold endpoints to repair,0,0
worst max-delay path by stage:
| stage | from | to | slack, ns | cells after the start |
|---|---|---|---|---|
| 4_1_cts | SkidBufferTempt_3.state[0] | io_s_side_valid | 0.02 | 2 |
| 5_1_grt | SkidBufferTempt_3.state[0] | io_s_side_valid | 0.03 | 2 |
| 6_report | SkidBufferTempt_3.state[0] | io_s_side_valid | 0.13 | 2 |
final cells by class:
type / count / area share, %
Sequential cell: 72 / 60.71
Tap cell: 129 / 4.706
Multi-Input combinational cell: 78 / 20.25
Clock inverter: 4 / 2.007
Inverter: 8 / 0.8756
Clock buffer: 12 / 4.232
Timing Repair Buffer: 26 / 7.224
cells by family after synthesis:
kind of cell,share of synthesized area (%)
buf+inv,2.763
compound gates,3.553
simple gates,5.395
mux,13.55
fa+ha+maj,1.754
flops,72.98
Power figures rest on the tool's default switching activity, not on a simulated workload.
